File: design/flow/config.mk
export PLATFORM = sky130hd
export DESIGN_NAME = transmitter
export DESIGN_NICKNAME = transmitter
export VERILOG_FILES = /design/flow/design.v
export SDC_FILE = /design/flow/constraint.sdc
export NUM_CORES = 4
export LEC_CHECK = 1
export CORE_AREA = 10 10 94 94
export DIE_AREA = 0 0 104 104
File: design/flow/constraint.sdc
current_design transmitter

set clk_period 2.1
set clk_io_pct 0.2

create_clock -name clk0 -period $clk_period [get_ports {clk}]

set non_clock_inputs [all_inputs -no_clocks]
set_input_delay [expr $clk_period * $clk_io_pct] -clock clk0 $non_clock_inputs
set_output_delay [expr $clk_period * $clk_io_pct] -clock clk0 [all_outputs]
File: design/flow/design.v
`timescale 1ns / 1ps
module baud_timer # (parameter baud_period = 10)
    (
    input clk,
    input reset,
    input enable,
    output reg baud_tick 
    );
    reg [4:0] counter;
    always @(posedge clk or posedge reset)
    begin
        if(reset)
        begin
            counter <= 0;
            baud_tick <= 0;
        end
        else if(enable)
        begin
            if(counter == baud_period - 1)
            begin
                counter <= 0;
                baud_tick <= 1;
            end
            else
            begin
                counter <=  counter + 1;
                baud_tick <= 0;
            end
        end
        else
        begin
            counter <= 0;
            baud_tick <= 0;
        end
    end
endmodule
`timescale 1ns / 1ps
module transmitter(
    input clk,
    input reset,
    input load,
    input [7:0] data_in,
    output reg serial_out,
    output reg tx_state
    );
    reg [7:0] shift_reg;
    reg [3:0] baud_counter;
    wire baud_tick;
    baud_timer #(.baud_period(10)) timer(
    .clk(clk),
    .reset(reset),
    .enable(!load && !reset),
    .baud_tick(baud_tick)
    );
    always@(posedge clk or posedge reset)
    begin
        if(reset)
        begin 
            serial_out <= 0;
            baud_counter <= 0;
            shift_reg <= 0;
            tx_state <= 0;  
        end
        else if(load)
        begin
            shift_reg <= data_in;
            tx_state <= 0;
            baud_counter <= 0;
            serial_out <= 0;
        end  
        else if(baud_tick && baud_counter <= 8)
        begin 
            serial_out <= shift_reg[0];
            shift_reg <= {1'b0, shift_reg[7:1]};
            baud_counter = baud_counter + 1;
            tx_state <= (baud_counter < 8) ? 1 : 0;  
        end
    end 
endmodule
File: design/flow/run.sh
#!/bin/bash
# OpenROAD 26Q1-2900-gdf79404cd8, Yosys 0.63+post, stock flow scripts
make -C /OpenROAD-flow-scripts/flow DESIGN_CONFIG=/design/flow/config.mk WORK_HOME=/design/flow/orfs finish
==> CHANGELOG.md <==
### Physical design

- # fillers: 768
- Via count: 744
- CTS Buf Count: 3
- Critical-path top delay cell: dfrtp_1
- CP startpoint kind: flip-flop
- Drt first pass iters: 4
- Area of placed instances: 1260 um^2
- Overflow after GRT: 0
- Die H: 104 um
- Post-synth EDFFs: 0
- Status: completed
- Vias per Instance: 3.65
- 1st-iter DRT viols: 78
- Vias in the first global route: 744
- Final setup violation count: 0
- I/O pins: 13
- Synth warn: 2
- Count of tool warnings: 27
- Most common reg cell: dfrtp_1
- Critical Path AT: 1.77 ns
- MaxCap Viol Count: 0
- Fp util: 14.9%
- RSZ-0062 raised after global routing: false
- Clk slew on worst S/H paths: 0.08 ns
- Final Wtd Congestion: 0.732
- Synthesized area: 1010 um^2
- Final ANT Viol Nets: 0
- Yosys Chip Area: 1010 um^2
- Slew margin rel.: 74.0%
- Delay of the slowest cell on the worst path: 0.42 ns
- Register Area: 500 um^2
- Max IR drop VDD: 0.218 mV
- CTS tree: yes
- CP cell instances: inv_1 -> ha_1 -> nand2b_1 -> a21boi_2 -> mux2_2
- IO Port Bufs: 12
- Postcts setup bufs: 0
- Worst hold path type: reg -> reg
- Area leader, netlist: dfrtp_1
- Max-slew violations: 0
- Largest register FFs: 8
- Setup TNS Final: 0 ns
- Distinct lib cells used: 29
- Core area: 6830 um^2
- Pwr Total: 781 uW
- Synth async-reset ratio: 100%
- Share of cells above drive strength 1: 13.0%
- Resize count post-CTS: 0
- #FFs+latches synth: 20
- Post-Route WL: 2160 um
- CP max FO: 7
- Placed cells: 200
- WL/cell: 10.6 um
- Final instance area: 1320 um^2
- Worst Skew: 0.00241 ns
- Clock Latency Late Sink: 0.26 ns
- Highest achievable clock rate: 0.616 GHz
- Tmin final: 1.62 ns
- Global-route usage over all layers: 4.17%
- Finished Layout Cells: 204
- CP delay by family, top: flip-flops
- Initial antenna violation count: 0
- Power Dens Cells: 592 nW/um^2
- MI comb area: 467 um^2
- # Cells Yosys: 91
- Yosys top cell area share: 49.3%
- CP required: 2.25 ns
- DRC viols: 0
- Top area cell types: dfrtp_1 (49%), a221o_1 (6.9%), and4_1 (6.0%)
- Synthesized area per cell: 11.2 um^2
- Register area share after synthesis: 49.3%
- H-tree depth: 1
- Global-route wire length before repair: 3820 um
- Area grow syn2layout: 30.0%
- Die W: 104 um
- Die area: 10800 um^2
- Crit path capture type: flip-flop
- Bufs and invs on worst path: 1
- Post-synthesis cell count: 91
- CTS Hold Bufs: 0
- Largest net degree at the start of global routing: 21
- Critical path type: reg -> reg
- ANT cells: 0
- Hold Violations, Final: 0
- HPWL after DPL: 1570 um
- Slew @ Worst Pin: 0.387 ns
- Final core occ: 19.3%
- CTS root buf: clkbuf_8
- Num rows: 30
- Clock Path Buffers: 2
- Leakage: 0.562 nW
- CTS sink count: 20
- Post-route clock period utilization: 77.3%
where the power goes:
| group | switching, mW | internal [mW] | total [mW] | leakage (nW) |
|---|---|---|---|---|
| Combinational | 0.0322 | 0.0430 | 0.0752 | 0.269 |
| Clock | 0.130 | 0.167 | 0.297 | 0.0288 |
| Sequential | 0.00902 | 0.400 | 0.409 | 0.264 |
layout by cell type, fill, tap and decap left out:
master / count
dfrtp_1: 20
clkdlybuf4s50_1: 12
and4_1: 7
a221o_1: 7
nand2_1: 7
nor2_1: 6
inv_1: 5
buf_4: 5
nor2b_1: 4
ha_1: 4
clkbuf_8: 4
and2b_1: 3
nor3_1: 3
nand3_1: 3
nand2b_1: 2
mux2i_1: 2
xor2_1: 2
a21boi_2: 1
nand3b_2: 1
nand2b_2: 1
mux2_2: 1
a31oi_1: 1
and4b_1: 1
nand4bb_1: 1
xnor2_1: 1
a31o_2: 1
o22ai_1: 1
o21ai_0: 1
o211a_1: 1
area by class of cell:
type                       instances  area share, %
sequential                        20           38.0
inverter                           5           1.42
tap                               96           9.11
timing repair buffer              17           12.0
clock buffer                       4           4.17
multi-input combinational         62           35.4
metal layers:
metal,routed length [um],up-vias,track usage (%)
met1,1160,364,6.40
met3,113,0,1.32
li1,-,364,-
met4,0,0,0.0994
met2,892,16,5.86
met5,0,-,0
final timing paths:
check | from | endpoint | slack (ns) | cells after the start
max reg2reg | baud_counter[0] | baud_counter[0] | 0.48 | 5
max | baud_counter[0] | baud_counter[0] | 0.48 | 5
min | timer.counter[0] | timer.counter[0] | 0.50 | 1
min reg2reg | timer.counter[0] | timer.counter[0] | 0.50 | 1
min in group asynchronous | reset | baud_counter[3] | 0.57 | 3
max in group asynchronous | reset | baud_counter[1] | 1.32 | 3
cell families (layout without fill, tap and decap cells):
family	after synthesis	count (layout)	share of synthesized area (%)
XOR/XNOR	3	3	2.59
multiplexers	3	3	3.08
flip-flops	20	20	49.3
adder cells (fa/ha/maj)	4	4	4.93
AND-OR/OR-AND	13	13	11.6
AND/OR/NAND/NOR	39	39	23.8
buffers and inverters	9	26	4.69
through the flow:
step	worst slack, ns	hold WS [ns]
6_report	0.478	0.495
5_1_grt	0.354	0.535
4_1_cts	0.475	0.500
3_5_place_dp	0.374	0.490
3_3_place_gp	0.388	0.478
2_1_floorplan	0.739	0.392
worst reg2reg max path, cell delays in order (launching register included):
cell,delay (ns)
dfrtp_1,0.42
inv_1,0.09
ha_1,0.20
nand2b_1,0.08
a21boi_2,0.35
mux2_2,0.38
Yosys cell counts, types with 2 or more instances:
| cell | instances |
|---|---|
| dfrtp_1 | 20 |
| a221o_1 | 7 |
| and4_1 | 7 |
| nand2_1 | 7 |
| nor2_1 | 6 |
| inv_1 | 5 |
| ha_1 | 4 |
| nor2b_1 | 4 |
| and2b_1 | 3 |
| nand3_1 | 3 |
| nor3_1 | 3 |
| buf_2 | 2 |
| mux2i_1 | 2 |
| nand2b_1 | 2 |
| xor2_1 | 2 |
No activity file was given, so power comes from the tool's default toggle rates.
