**./run.sh**
```bash
#!/bin/bash
# OpenROAD 26Q1-2900-gdf79404cd8, Yosys 0.63+post, stock flow scripts
make -C /OpenROAD-flow-scripts/flow DESIGN_CONFIG=/design/flow/config.mk WORK_HOME=/design/flow/orfs finish
```
**./config.mk**
```make
export PLATFORM = sky130hd
export DESIGN_NAME = subtract
export DESIGN_NICKNAME = subtract
export VERILOG_FILES = /design/flow/design.v
export SDC_FILE = /design/flow/constraint.sdc
export NUM_CORES = 4
export LEC_CHECK = 1
export CORE_AREA = 10 10 70 70
export DIE_AREA = 0 0 80 80
```
**./constraint.sdc**
```tcl
current_design subtract

set clk_period 3.8
set clk_io_pct 0.2

create_clock -name clk0 -period $clk_period

set non_clock_inputs [all_inputs -no_clocks]
set_input_delay [expr $clk_period * $clk_io_pct] -clock clk0 $non_clock_inputs
set_output_delay [expr $clk_period * $clk_io_pct] -clock clk0 [all_outputs]
```
**./design.v**
```verilog
`timescale 1ns / 1ps
module subtract(
    input [3:0] A,             
    input [3:0] B,             
    output reg [7:0] difference  
    );
    always@(*) begin
        if(A > B)
            difference = A - B;     
        else
            difference = B - A;     
    end 
endmodule
```
==> results.ini <==
[outcome]
outcome=completed

[grt]
grt_pass1_vias=377
grt_pass1_wl_mm=1.59
grt_overflow=0
grt_max_degree=8
antenna_found_initial=0
grt_usage=0.0284

[drt]
routed_wl_mm=1.09
route.vias.total=408
routedWlPerCell_um=9.39
diodes=0
drt_iter0_drc=2
dr.pass1.iters=4
antenna_left=0
vias_per_cell=3.52
drc_errors=0

[critical_path]
crit_path_start_kind=input pin
worstPathRequired_ns=3.04
critPathMaxFanout=4
cp_cell_sequence=clkdlybuf4s50_1 -> inv_1 -> ha_1 -> fa_1 -> nand3b_1 -> a22oi_1 -> a221oi_4 -> buf_4 -> clkdlybuf4s50_1
critPathKind=in2out
cpMostUsedCell=clkdlybuf4s50_1
crit_path_max_incr_delay_ns=0.48
critPathSlowestCell=clkdlybuf4s50_1
arrival_ns=2.97
crit_path_end_kind=output pin

[placed_design]
place.gp.congestion=0.785
portBuffers=16
hpwl_um=835

[cells_and_area]
flops=0
regArea_sq_um=0
most-common-layout-cells=16 x clkdlybuf4s50_1, 9 x inv_1, 8 x buf_4
fillers=385
area_growth_pct=81.9
final_layout_size_suffix_gt1_frac=0.286
layout_top_cell=clkdlybuf4s50_1
clock_buffers=0
combGateArea_sq_um=405

[timing]
fin_crit_ns=3.73
hold_viol_final=0
fin_tns_setup_ns=0
slew_violations=0
setup_viol=0
fmax_ghz=0.268
slew_headroom=0.807
min_period_over_period=0.982
tightest_slew_ns=0.290

[power_and_ir_drop]
power.leakage_uw=0.000308
ir_drop_mv=0.0699
p_per_area_nw_per_um2=167
total_power_uw=119

[min_path]
min_from=B[0]
worstHoldPathType=in2out
min_path_cells=4
hold_path_end=difference[0]

[synth]
yosys_area_sq_um=394
syn_area_sq_um=394
ys_seq_frac=0
synthCells=50
ys_cells=50
syn_avg_cell_area_sq_um=7.88
synth_cell_types=24
synth-warning-count=1

[run]
maxCapViolations=0
warnings=36

[die]
die_h_um=80
die-width_um=80
core-area_sq_um=3420
fp_util=0.115
pin_count=16
row_count=21
chip_area_sq_um=6400

## timing repair
item | 4_1_cts | 5_1_grt
setup buffers | 1 | 3
gates resized | 1 | 9
hold buffers | 0 | 0
endpoints found under the hold margin | 0 | 0
pin swaps | 1 | 2
endpoints found under the setup margin | 4 | 7
## cell type report
cell class                      instances  share of cell area
Timing Repair Buffer                   24               0.307
Multi-Input combinational cell         37               0.565
Inverter                                9              0.0471
Tap cell                               46              0.0803
## how the worst max path moves through the flow
stage | startpoint | endpoint | slack [ns] | cells past startpoint
4_1_cts | A[2] | difference[3] | 0.01 | 8
5_1_grt | B[1] | difference[2] | -0.04 | 9
6_report | B[0] | difference[5] | 0.07 | 9
## cell usage after synthesis
| cell type | number | area (sq um) |
|---|---|---|
| nand3b_1 | 1 | 7.51 |
| mux2i_1 | 3 | 30.0 |
| nand2_1 | 1 | 3.75 |
| a21oi_1 | 4 | 20.0 |
| nor2b_1 | 1 | 6.26 |
| o22ai_1 | 1 | 6.26 |
| o21ai_1 | 2 | 10.0 |
| o21a_1 | 1 | 7.51 |
| a221oi_1 | 1 | 8.76 |
| nor2_1 | 2 | 7.51 |
| a22oi_1 | 1 | 7.51 |
| ha_1 | 8 | 100 |
| mux2_4 | 1 | 15.0 |
| buf_2 | 1 | 5.00 |
| mux2_2 | 1 | 11.3 |
| nand2b_1 | 2 | 12.5 |
| xor2_1 | 1 | 8.76 |
| nand4_1 | 1 | 6.26 |
| fa_1 | 2 | 40.0 |
| o21ai_2 | 1 | 8.76 |
| buf_4 | 3 | 22.5 |
| inv_1 | 9 | 33.8 |
| nor2_2 | 1 | 6.26 |
| a21oi_2 | 1 | 8.76 |
## power by group
group | total [uW] | leakage (uW) | switching [uW] | internal, uW
Sequential | 0 | 0 | 0 | 0
Combinational | 119 | 0.000308 | 45.4 | 74.0
Clock | 0 | 0 | 0 | 0
## metal layers
metal  track usage  vias up  wire, um
met5             0        -         0
met4             0        0         0
met3       0.00795        0        94
met2        0.0465       13       446
met1        0.0384      188       547
li1              -      207         -
## critical path, delay by kind of cell
kind	cells	cell delay [ns]
simple gates	1	0.19
compound gates	2	0.31
buf+inv	4	1.09
fa+ha+maj	2	0.62
## metrics by stage
| stage | worst slack (ns) | utilization | hold slack [ns] | cell area (sq um) | instances |
|---|---|---|---|---|---|
| finish | 0.0676 | 0.210 | 2.61 | 717 | 116 |
| global placement | -0.0315 | 0.180 | 2.62 | 614 | 112 |
| detailed placement | -0.102 | 0.180 | 2.61 | 614 | 112 |
| floorplan | 1.01 | - | 1.65 | 394 | 50 |
| global route | -0.0444 | 0.210 | 2.66 | 717 | 116 |
| CTS | 0.0110 | 0.184 | 2.62 | 628 | 113 |
## cell families after synthesis
family / synth area share
adder cells (fa/ha/maj): 0.356
AND/OR/NAND/NOR: 0.127
buffers and inverters: 0.156
XOR/XNOR: 0.0222
AND-OR/OR-AND: 0.197
multiplexers: 0.143
No activity file was given, so power comes from the tool's default toggle rates.
