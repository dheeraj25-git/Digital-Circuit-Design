===== design/flow/run.sh =====
#!/bin/bash
# OpenROAD 26Q1-2900-gdf79404cd8, Yosys 0.63+post, stock flow scripts
make -C /OpenROAD-flow-scripts/flow DESIGN_CONFIG=/design/flow/config.mk WORK_HOME=/design/flow/orfs finish

===== design/flow/config.mk =====
export PLATFORM = sky130hd
export DESIGN_NAME = receiver
export DESIGN_NICKNAME = receiver
export VERILOG_FILES = /design/flow/design.v
export SDC_FILE = /design/flow/constraint.sdc
export NUM_CORES = 4
export LEC_CHECK = 1
export CORE_AREA = 10 10 102 102
export DIE_AREA = 0 0 112 112

===== design/flow/constraint.sdc =====
current_design receiver

set clk_period 3.9
set clk_io_pct 0.2

create_clock -name clk0 -period $clk_period [get_ports {clk}]

set non_clock_inputs [all_inputs -no_clocks]
set_input_delay [expr $clk_period * $clk_io_pct] -clock clk0 $non_clock_inputs
set_output_delay [expr $clk_period * $clk_io_pct] -clock clk0 [all_outputs]

===== design/flow/design.v =====
`timescale 1ns / 1ps
module baud_timer # (parameter baud_period = 10)
    (
    input clk,
    input reset,
    input enable,
    output reg baud_tick 
    );
    reg [4:0] counter;
    always @(posedge clk or posedge reset)
    begin
        if(reset)
        begin
            counter <= 0;
            baud_tick <= 0;
        end
        else if(enable)
        begin
            if(counter == baud_period - 1)
            begin
                counter <= 0;
                baud_tick <= 1;
            end
            else
            begin
                counter <=  counter + 1;
                baud_tick <= 0;
            end
        end
        else
        begin
            counter <= 0;
            baud_tick <= 0;
        end
    end
endmodule
`timescale 1ns / 1ps
module receiver(
    input clk,
    input reset,
    input serial_in,
    input rx_enable,
    output reg rx_state,
    output reg [7:0] data_out
    );
    reg [3:0] baud_counter;
    reg [7:0] shift_reg;
    wire baud_tick;
    baud_timer #(.baud_period(10)) timer(
    .clk(clk),
    .reset(reset),
    .enable(!reset && rx_enable),
    .baud_tick(baud_tick)
    );
    always@(posedge clk or posedge reset)
    begin
        if(reset)
        begin 
            data_out <= 8'b0;
            shift_reg <= 8'b0;
            rx_state <= 0; 
            baud_counter <= 0;
        end
        else if (rx_enable && baud_tick) 
        begin
            if (baud_counter <= 8) 
            begin
                shift_reg <= {serial_in, shift_reg[7:1]};
                baud_counter <= baud_counter + 1;
                rx_state <= (baud_counter < 8) ? 1 : 0;
                if (baud_counter <= 8)
                    data_out <= {serial_in, shift_reg[7:1]};
            end
        end 
        else if (!rx_enable) 
        begin
            baud_counter <= 0;
            rx_state <= 0;
        end
    end
endmodule

==> changes_impl.md <==
### Physical design

* Status: finished, final reports clean
* Tot Pwr at approximately 0.00034 W
* Synth Seq Share at 0.5491
* Total leakage power at around 0.48 nW
* Synth unique cells at 23
* Setup TNS at 0 ns
* Number of global-route vias before repair at 587
* Clk ins delay skew pair at about 0.25 ns
* Clk sink count at 19
* Ys flops at 19
* Top cell excl fill/tap: dfrtp_1
* Dpl hpwl at approximately 1300 µm
* RSZ-0062 raised after global routing: no
* Antenna Violating Nets Remaining at 0
* H-tree levels at 1
* Slew margin rel. at 0.7910
* Hold path cells at 1
* Fmax at 489.7 MHz
* Detailed-router iteration count before antenna repair at 2
* Worst Hold Class: reg -> reg
* Post-CTS resize count at 0
* CP required at 4.03 ns
* # Cells Yosys at 71
* Vias at between 500 and 600
* Cts bufs inserted at 3
* CTS Buffer Depth at 2
* Std-Cell Rows at 33
* Synthesized area per cell at 12.19 µm²
* Tool warnings at 27
* Number of top-level pins at 13
* Reg2reg end: data_out[3]
* Die width at between 100 and 150 µm
* Type of the worst setup path: in -> reg
* IO buf count at 12
* Post-DR wirelength/cell at 8.469 µm
* Min Tclk post-route at 2.042 ns
* Post-Route WL at roughly 1600 µm
* Mapped cell area at a little under 900 µm²
* Clock root buffer: clkbuf_8
* Critical Path Start Type: input port
* Worst VDD drop at approximately 0.10 mV
* CTS tree: done
* GPL Wtd Cong at ~0.70
* Worst r2r src: baud_counter[0]
* CTS Hold Bufs at 0
* Arr. time, crit path at roughly 2.2 ns
* Final setup vio count at 0
* Number of remaining DRC errors at 0
* Critical Path Sink Type: flip-flop
* ANT cells at 0
* Mapped Cells at 71
* Final hold violations at 0
* Yosys stat chip area at approximately 870 µm²
* Postcts setup bufs at 0
* Hold path start: timer.counter[0]
* R2r setup slk at between 2 and 2.5 ns
* Chip area at 0.01254 mm²
* Initial antenna violation count at 0
* Skew final at 0.0006452 ns
* Slew @ Worst Pin at about 0.31 ns
* Warnings, synthesis at 2
* Period utilization at 0.5236
* Worst r2r path cells at 5
* First-pass GRT wire length at 2953 µm
* GRT Overall Usage at 0.02658
* Clock slew at reported path FFs at 0.07 ns
* Pre-Place Util at 0.1054
* Area Growth Syn to Fin at 34.25%
* Share of layout cells above drive strength 1 at 0.1724
* P per Cell Area at slightly below 300 mW/mm²
* Core Area at between 0.008 and 0.009 mm²
* Via density at roughly 2.8
* Violation count after the first detailed-routing iteration at 27
* Hold Path End: timer.counter[0]
* Final max-slew violation count at 0
* Max Cap Violations at 0
* Die y size at around 110 µm
* Top Layout Cells: dfrtp_1 (19), clkdlybuf4s50_1 (12), mux2_2 (8)
* CP Max Fanout at 9
* Grt ovf at 0
* Pin count of the biggest net entering global routing at 22
-- metrics by stage --
stage | util | hold slack [ns] | area (µm²) | cells | setup WS [ns]
floorplan | - | 0.4556 | 865.8 | 71 | 2.225
global placement | 0.1360 | 0.4852 | 1117 | 188 | 1.584
detailed placement | 0.1360 | 0.4898 | 1117 | 188 | 1.561
CTS | 0.1415 | 0.4993 | 1162 | 192 | 1.831
global route | 0.1415 | 0.5408 | 1162 | 192 | 1.766
finish | 0.1415 | 0.4939 | 1162 | 192 | 1.858
-- layout make-up --
cell class	instances	area, µm²
multi-input combinational	45	360.3
timing repair buffer	13	127.6
tap	105	131.4
fill	890	7054
sequential	19	475.5
clock buffer	4	45.04
inverter	6	22.52
-- metal layers --
| metal | part of all wire | up-vias | track usage |
|---|---|---|---|
| met1 | 0.45 | 261 | 0.03329 |
| met5 | 0 | - | 0 |
| met4 | 0.025 | 0 | 0.007614 |
| met3 | 0.070 | 2 | 0.009229 |
| li1 | - | 267 | - |
| met2 | 0.46 | 9 | 0.04235 |
-- worst max-delay path by stage --
stage,depth (start not counted),from,slack [ns],to
CTS,4,rx_enable,1.83,data_out[3]
global route,4,rx_enable,1.77,data_out[4]
finish,4,rx_enable,1.86,data_out[3]
-- where the power goes --
part,switching [W],total (W),leakage [nW],internal [W]
Clock,0.0000582,0.000131,0.0228,0.0000724
Sequential,0.00000112,0.000199,0.264,0.000198
Combinational,0.00000750,0.0000130,0.196,0.00000548
-- registers in the layout, indices dropped and copies added, names as in the netlist --
name / flops
data_out: 8
timer.baud_tick: 1
baud_counter: 4
timer.counter: 5
rx_state: 1
-- critical path, cell delays in order --
cell and delay [ns]:
clkdlybuf4s50_1 0.63, nand2_2 0.10, a21oi_4 0.29, mux2_2 0.38
-- kinds of logic (layout without fill, tap and decap cells) --
kind of cell	count (synthesis)	count (layout)	share of synthesized area
and+or+nand+nor	22	22	0.1402
xor gates and xnor gates	3	3	0.03035
AOI/OAI and AO/OA	6	6	0.06069
muxes	10	10	0.1272
adders and majority gates	4	4	0.05781
buffers and inverters	7	23	0.03468
DFF	19	19	0.5491
-- cell usage after synthesis, drive strengths merged --
cell      n  share of area
nand2     6          0.029
inv       6          0.026
a21oi     2          0.025
nand2b    1          0.016
o311a     1          0.012
ha        4          0.058
and2b     1         0.0087
nor2b     3          0.022
a41oi     1          0.010
buf       1         0.0087
mux2i     2          0.023
nand3b    1         0.0087
nand4bb   1          0.013
dfrtp    19           0.55
a21boi    1         0.0087
o21ai     1         0.0058
xnor2     1          0.010
xor2      2          0.020
nand3     3          0.017
mux2      8           0.10
nor2      6          0.026
Power and IR drop assume default switching activity.
